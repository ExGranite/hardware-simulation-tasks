==> /design/flow/config.mk <==
export PLATFORM = sky130hd
export DESIGN_NAME = problem3_19101196
export DESIGN_NICKNAME = problem3_19101196
export VERILOG_FILES = /design/flow/design.v
export SDC_FILE = /design/flow/constraint.sdc
export NUM_CORES = 4
export LEC_CHECK = 1
export CORE_AREA = 10 10 70 70
export DIE_AREA = 0 0 80 80
==> /design/flow/constraint.sdc <==
current_design problem3_19101196

set clk_period 1.0
set clk_io_pct 0.2

create_clock -name clk0 -period $clk_period [get_ports {Clock}]

set non_clock_inputs [all_inputs -no_clocks]
set_input_delay [expr $clk_period * $clk_io_pct] -clock clk0 $non_clock_inputs
set_output_delay [expr $clk_period * $clk_io_pct] -clock clk0 [all_outputs]
==> /design/flow/design.v <==
module problem3_19101196(Clock, Resetn, w, z);
	input Clock, Resetn, w;
	output z;
	reg [3:1] y, Y;
	parameter [3:1] A = 3'b000, B = 3'b001, C = 3'b011, D = 3'b010, E = 3'b110, F = 3'b111, G = 3'b101;
	always @(w, y)
		case (y)
			A:	if (w) Y = B;
				else Y = F;
			B:	if (w) Y = E;
				else Y = C;
			C:	if (w) Y = D;
				else Y = A;
			D:	if (w) Y = B;
				else Y = F;
			E:	if (w) Y = A;
				else Y = D;
			F:	if (w) Y = C;
				else Y = G;
			G:	if (w) Y = A;
				else Y = A;
			default: Y = 2'bxx;
		endcase
	always @(negedge Resetn, posedge Clock)
		if (Resetn == 0) y <= A;
		else y <= Y;
	assign z = (y == D);
endmodule
==> /design/flow/run.sh <==
#!/bin/bash
# OpenROAD 26Q1-2900-gdf79404cd8, Yosys 0.63+post, stock flow scripts
make -C /OpenROAD-flow-scripts/flow DESIGN_CONFIG=/design/flow/config.mk WORK_HOME=/design/flow/orfs finish
==> impl_metrics.env <==
# implementation run metrics
export IMPL_tritoncts="yes"
export IMPL_ys_seq_frac=0.731
export IMPL_tool_warnings=25
export IMPL_regMostFlops="y"
export IMPL_crit_family="flip-flops"
export IMPL_ys_sh_simple=0.140
export IMPL_worst_slew_pin_slew_ps=316
export IMPL_largest_area_cell="dfrtp_1"
export IMPL_critical_path_class="reg2out"
export IMPL_io_pins=4
export IMPL_dr_pass1_iters=1
export IMPL_start_kind="flip-flop"
export IMPL_rsz0062_at_grt="no"
export IMPL_ff2ff_path_depth=2
export IMPL_die_h_microns=80
export IMPL_worstPathRequired_ps=800
export IMPL_clock_skew_ps=1.10
export IMPL_hold_violations=0
export IMPL_largest_reg_flops=7
export IMPL_p_per_area_mw_per_mm2=1670
export IMPL_ant_nets=0
export IMPL_wl_per_cell_microns=5.97
export IMPL_ys_cells=16
export IMPL_status="complete, no violations"
export IMPL_hp_class="in2async"
export IMPL_yosysWarnings=1
export IMPL_fp_coreArea_sq_mm=0.00342
export IMPL_crit_fanout=2
export IMPL_clk_pin_slew_ps=50
export IMPL_cts_setup_buffers=0
export IMPL_cp_slowest_cell="dfrtp_1"
export IMPL_xor_area_frac=0
export IMPL_reg_top3="y (7)"
export IMPL_netlist_area_sq_um=241
export IMPL_area_growth_pct=44.6
export IMPL_synth_cell_types=8
export IMPL_vdd_drop_max_mv=0.615
export IMPL_end_kind="output port"
export IMPL_final_layout_size_suffix_gt1_frac=0.304
export IMPL_final_cells=69
export IMPL_initial_utilization=0.0707
export IMPL_rrSetupSlack_ps=200
export IMPL_post_place_ws_ps=-298
export IMPL_compound_area_frac=0.0363
export IMPL_wirelength_microns=412
export IMPL_slowest_delay_ps=370
export IMPL_grt_pass1_vias=150
export IMPL_postSynthCellCount=16
export IMPL_synth_chip_area_sq_um=241
export IMPL_drv_cap=0
export IMPL_synthAdderAreaFrac=0
export IMPL_cts_buffers_inserted=3
export IMPL_htree_levels=1
export IMPL_grt_pass1_wl_microns=676
export IMPL_drt_initial_drc_count=0
export IMPL_dr_total_vias=137
export IMPL_grt_max_degree=9
export IMPL_grt_total_usage=0.0147
export IMPL_antenna_found_initial=0
export IMPL_setup_slack_ps=69.7
export IMPL_path_cells="buf_2"
export IMPL_final_setup_tns_ps=0
export IMPL_mux_area_frac=0.0933
export IMPL_overflow=0
export IMPL_synth_avg_cell_area_sq_um=15.1
export IMPL_remaining_drc_errors=0
export IMPL_arrival_ps=730
export IMPL_synthTopCellsByArea="dfrtp_1, dfstp_2, mux2_2"
export IMPL_cts_root_buffer="clkbuf_4"
export IMPL_numPortBuffers=3
export IMPL_clock_sinks=7
export IMPL_dp_cells=65
export IMPL_finalCritPeriodShare=0.930
export IMPL_crit_buf_inv=1
export IMPL_maxSlewViolCount=0
export IMPL_chipArea_sq_mm=0.00640
export IMPL_p_leak_nw=0.161
export IMPL_vias_per_cell=1.99
export IMPL_r2r_start="y[5]$_DFF_PN0_"
export IMPL_gp_congestion=0.684
export IMPL_clock_latency_ps=250
export IMPL_whs_ps=210
export IMPL_setup_violations=0
export IMPL_chipWidth_microns=80
export IMPL_fp_row_count=21
export IMPL_numSynthFlops=7
export IMPL_yosysTopAreaCellShare=0.622
export IMPL_slew_headroom=0.789
export IMPL_clk_path_buf_depth=2
export IMPL_logic_family="simple AND/OR/NAND/NOR gates"
export IMPL_r2r_end="y[0]$_DFF_PN1_"
export IMPL_dp_hpwl_microns=307
export IMPL_max_freq_mhz=1070
export IMPL_route_antenna_diode_count=0
export IMPL_period_needed_ps=930
-- report_power, final --
group / switching [W] / total, W / leakage [nW] / internal (W)
logic: 0.0000126 / 0.0000286 / 0.0527 / 0.0000161
clock network: 0.0000983 / 0.000250 / 0.0150 / 0.000152
registers: 0.00000628 / 0.000304 / 0.0936 / 0.000298
total: 0.000117 / 0.000583 / 0.161 / 0.000466
-- Yosys cell counts --
library cell and n:
a211o_1 1, and2_1 1, and2b_1 1, dfrtp_1 6, dfstp_2 1, mux2_2 2
nor2_1 2, nor2b_1 2
-- worst max path at each step --
stage / start / slack, ps / end / depth (start not counted)
finish: y[1]$_DFF_PN0_ / 70 / z / 1
global route: y[1]$_DFF_PN0_ / 20 / z / 1
CTS: y[1]$_DFF_PN0_ / 50 / z / 1
-- kinds of logic (layout without fill, tap and decap cells) --
logic type | after synthesis | in the layout
AOI/OAI and AO/OA | 1 | 1
muxes | 2 | 2
and+or+nand+nor | 6 | 6
buffers and inverters | 0 | 7
DFF | 7 | 7
-- placed cells by master, fill, tap and decap left out --
master and n:
dlygate4sd2_1 1, buf_2 1, nor2b_1 2, and2b_1 1, mux2_2 2, dfstp_2 1, and2_1 1, a211o_1 1
nor2_1 2, clkdlybuf4s50_1 1, clkbuf_1 1, dfrtp_1 6, clkbuf_4 3
-- layout make-up --
cell class,count,area (sq um)
sequential,7,176
tap,46,57.6
timing repair buffer,3,23.8
fill,400,3070
clock buffer,4,26.3
multi-input combinational,9,65.1
-- metrics by stage --
stage | util | total power (W) | instance area (sq um)
detailed placement | 0.0963 | 0.000338 | 329
CTS | 0.102 | 0.000598 | 349
global placement | 0.0963 | 0.000335 | 329
floorplan | - | 0.000319 | 241
global route | 0.102 | 0.000635 | 349
finish | 0.102 | 0.000583 | 349
-- layer usage --
layer,global-route usage,share of wire
met5,0,0
met4,0.00528,0
met3,0.0216,0.23
met2,0.0128,0.30
met1,0.0168,0.47
-- repair_timing --
action	in CTS	in global routing
setup endpoints to repair	3	0
hold buffers	0	0
resized	4	0
-- worst reg2reg max path, stage by stage, from the launching register on --
cell	delay, ps
dfrtp_1	360
nor2b_1	130
a211o_1	230
No activity file was given, so power comes from the tool's default toggle rates.

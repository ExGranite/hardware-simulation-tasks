<file path="flow/config.mk">
export PLATFORM = sky130hd
export DESIGN_NAME = problem2_19101196
export DESIGN_NICKNAME = problem2_19101196
export VERILOG_FILES = /design/flow/design.v
export SDC_FILE = /design/flow/constraint.sdc
export NUM_CORES = 4
export LEC_CHECK = 1
export CORE_AREA = 10 10 70 70
export DIE_AREA = 0 0 80 80
</file>
<file path="flow/run.sh">
#!/bin/bash
# OpenROAD 26Q1-2900-gdf79404cd8, Yosys 0.63+post, stock flow scripts
make -C /OpenROAD-flow-scripts/flow DESIGN_CONFIG=/design/flow/config.mk WORK_HOME=/design/flow/orfs finish
</file>
<file path="flow/design.v">
module problem2_19101196(d, load, clk, q);
	input [4:0] d;
	input load;
	input clk;
	output reg [4:0] q;
		always @(negedge clk)
			if (load)
				q <= d;
			else
				begin
					q[0] <= q[4];
					q[4] <= q[3];
					q[3] <= q[2];
					q[2] <= q[1];
					q[1] <= q[0];
				end
endmodule
</file>
<file path="flow/constraint.sdc">
current_design problem2_19101196

set clk_period 1.0
set clk_io_pct 0.2

create_clock -name clk0 -period $clk_period [get_ports {clk}]

set non_clock_inputs [all_inputs -no_clocks]
set_input_delay [expr $clk_period * $clk_io_pct] -clock clk0 $non_clock_inputs
set_output_delay [expr $clk_period * $clk_io_pct] -clock clk0 [all_outputs]
</file>
==> results.txt <==
flow finished, numbers: pwr/cell area=around 1600 nW/um^2, unrepaired setup endpoints after global routing=yes, tool warnings=33, Unique cell types=3, CP Capture Type=output port, Setup CP Type=reg2out, HP Class=reg2reg, Die X=around 80 um, FF+latch area=about 110 um^2, First-pass DRT Iterations=1, worst rel slew slack=0.958, Pins Over Slew Limit=0, first-pass GRT wire length=between 800 and 900 um, Port Buffer Count=11, max FFs per register=5, Worst Skew=between 8 and 9 ps, mapped cell area=160 um^2, Synth Seq Share=0.625, status=finished, violations left, io pins=12, yosys cell count=11, Hold Violations, Final=0, die y size=80 um, GRT overflow=0, Met3 Wirelength=77 um, clk root buf=clkbuf_4, WP data arrival=around 1200 ps, number of fill cells=between 400 and 500, syn_area_per_cell=approximately 15 um^2, Setup Viol. Count Final=9, CTS tree=yes, Core ar.=3420 um^2, Remaining DRCs=0, chip area=around 6400 um^2, Worst-path clk slew=around 40 ps, crit-path cells=buf_2, Yosys chip area=160 um^2, VDD IR-drop max=0.000493 V, post-CTS setup buffer count=0, biggest regs=q (5), Seq cells post-synth=5, Yosys warnings=1, crit path max fanout=2, fp util=0.0469, hold depth=1, number of global-route vias before repair=about 210, critical path's largest stage delay=310 ps, Max-Cap Viols=0, Critical path buffers and inverters=1, initial antenna violation count=0, Crit path depth=1, slew at the pin closest to its max-slew limit=63.0 ps, Endpoint, Worst Hold=q[4]$_DFF_N_, Register-to-Register Path Depth=1, failing checks=negative setup slack, Crit path required time=800 ps, Antenna diodes=0, top sig layer=met3, initial drt markers=0, Top delay family on crit path=flip-flops, min setup slack post-route=-424 ps, CTS Sinks=5, LEAKAGE=0.195 nW, via count=approximately 150, drt wl/cell=~7.4 um, Biggest register=q, Gate Area=75.1 um^2, largest net degree at the start of global routing=5, wire length on met2=between 100 and 150 um, H-tree depth reported by CTS=1, Layout area overhead=145%, startpoint type of the worst setup path=register, GP Congestion=about 0.75, setup TNS=-2160 ps, slowest stage cell on the critical path=dfxtp_2, R2R Path Start=q[0]$_DFF_N_, Total Power=just over 0.6 mW, Global Route Usage Sum=0.0199, Num CTS Buffers=3, Avg Vias per Cell=1.95, WL met1=354 um, DRT antenna net count=0, row count=21, insertion delay at the late pin of the worst-skew pair=300 ps, reg2reg end=q[1]$_DFF_N_, CTS max path bufs=2, placed insts=70, layout cells sized above 1=0.656, reg2reg setup slack=310 ps, Cell Count, Final, Fillers Out=78, hold path start=q[3]$_DFF_N_, Post-Synthesis Cells=11, Total Wirelength=578 um
[placed cells by master, fill, tap and decap left out]
master	count
buf_2	4
dlygate4sd2_1	5
buf_6	4
clkbuf_4	3
inv_1	6
dfxtp_2	5
mux2_4	5
[final cells by class]
cell class,instances,share of cell area
multi-input combinational,5,0.191
tap,46,0.146
sequential,5,0.271
clock inverter,6,0.0573
clock buffer,3,0.0573
timing repair buffer,13,0.277
[timing repair]
action,CTS,global route
setup endpoints to repair,10,8
gates resized,33,1
hold buffers,0,0
[through the flow]
stage	worst slack [ps]	util	hold slack [ps]	cell area [um^2]
after global routing	-496	0.115	466	393
final	-424	0.115	470	393
after global placement	-746	0.106	473	362
after detailed placement	-760	0.106	476	362
after CTS	-437	0.113	461	387
after floorplan	-88.1	-	437	179
[per-layer routing]
metal	GRT usage	up-vias
met1	0.0259	59
met5	0	-
li1	-	79
met2	0.0185	14
met4	0.00528	0
met3	0.0239	0
[synthesized netlist by cell type (all sizes together)]
library cell | n | area, um^2
inv | 1 | 3.75
dfxtp | 5 | 100
mux2 | 5 | 56.3
[logic make-up (layout without fill, tap and decap cells)]
group                  count (synthesis)  count (layout)  synth area share
multiplexers                           5               5             0.352
buffers and inverters                  1              22            0.0234
flip-flops                             5               5             0.625
[where the power goes]
group,internal (mW),leakage (nW),switching (mW)
clock network,0.168,0.0458,0.130
registers,0.227,0.0423,0.0117
logic,0.0683,0.107,0.0189
total,0.463,0.195,0.161
[worst max-delay path by stage]
stage          end  slack [ps]         start
CTS           q[4]        -440  q[4]$_DFF_N_
global route  q[4]        -500  q[4]$_DFF_N_
finish        q[4]        -420  q[4]$_DFF_N_
Power figures rest on the tool's default switching activity, not on a simulated workload.
